--- ./config.mk ---
export PLATFORM = sky130hd
export DESIGN_NAME = vending_machine
export DESIGN_NICKNAME = vending_machine
export VERILOG_FILES = /design/flow/design.v
export SDC_FILE = /design/flow/constraint.sdc
export NUM_CORES = 4
export LEC_CHECK = 1
export CORE_AREA = 10 10 70 70
export DIE_AREA = 0 0 80 80
--- ./constraint.sdc ---
current_design vending_machine

set clk_period 1.0
set clk_io_pct 0.2

create_clock -name clk0 -period $clk_period [get_ports {clk}]

set non_clock_inputs [all_inputs -no_clocks]
set_input_delay [expr $clk_period * $clk_io_pct] -clock clk0 $non_clock_inputs
set_output_delay [expr $clk_period * $clk_io_pct] -clock clk0 [all_outputs]
--- ./design.v ---
`timescale 1ns / 1ps
module vending_machine(
        input [4:0]N,
        input [2:0]D,
        input clk,rst,
        output reg R,S
    );
    parameter s0=0, s5=1, s10=2, s15=3, s20=4, s25=5, s30=6;
    reg [2:0] PS, NS;
    always @ (posedge clk or posedge rst)
        begin
            if(rst) begin
                PS <= s0;
                end
            else 
                PS <= NS;
        end
    always @ (*)
    begin
    R = 0;
    S = 0;
        case(PS)
            s0 : begin
                R <= 0;
                S <= 0;
                if(N[0])
                    NS = s5;
                else if(D[0])
                    NS = s10;
            end
            s5 : begin
                if(N[1])
                    NS = s10;
                else if(D[0])
                    NS = s15;
            end
            s10 : begin
                if(N[2])
                    NS = s15;
                else if(N[0]&N[1]&D[0])
                    NS = s20;
                else if(D[0]&D[1])
                NS = s20;
            end
            s15 : begin
                if(N[3])
                    NS = s20;
                else if(D[0]&N[0]&N[1]&~N[2])
                    NS = s20;
                else if(D[0]&N[0]&N[1]&N[2])
                    NS = s25;
                else if(D[1])
                    NS = s25;
            end
            s20 : begin
                if(N[4])
                    NS = s25;
                else if(D[0]&N[0]&N[1]&N[2]&~N[3])
                    NS = s25;
                else if(D[0]&N[0]&N[1]&D[1]&~N[2]&~N[3])
                    NS = s30;
                else if(N[0]&N[1]&N[2]&N[3]&D[0]&~D[1])
                    NS = s30;
                else if(D[2])
                    NS = s30;
            end
            s25 : begin
                NS = s0;
            end
            s30 : begin
                    NS = s0;
            end
            default : NS = s0;
        endcase
        case(PS)
            s0 : begin
                S<=0;
                R<=0;
            end
            s5 : begin
                S<=0;
                R<=0;
            end
            s10 : begin
                S<=0;
                R<=0;
            end
            s15 : begin
                S<=0;
                R<=0;
            end
            s20 : begin
                S<=0;
                R<=0;
            end
            s25 : begin
                    S<=1;
                    R<=0;
                    end
            s30 : begin
                    S<=1;
                    R<=1;
                 end
            default : begin
                    S<=0;
                    R<=0;
                end
        endcase
    end
endmodule
--- ./run.sh ---
#!/bin/bash
# OpenROAD 26Q1-2900-gdf79404cd8, Yosys 0.63+post, stock flow scripts
make -C /OpenROAD-flow-scripts/flow DESIGN_CONFIG=/design/flow/config.mk WORK_HOME=/design/flow/orfs finish
==> impl_metrics.tcl <==
# implementation run metrics
set metrics [dict create \
    die_w_um 80 \
    worstSetupPathType "reg2out" \
    clk_pin_slew_worst_paths_ps 40 \
    grt_usage_pct 2.88 \
    drtPass1Iterations 4 \
    slew_violations 0 \
    dieArea_um2 6400 \
    post-route-period-util_pct 132 \
    hold_viol 0 \
    max_slew_margin_pct 81.4 \
    vias 395 \
    p_leak_uw 0.000255 \
    setup_tns_ps -638 \
    cp.arrival_ps 1120 \
    peakVddDrop_uv 180 \
    top_area_cell "dfrtp_1" \
    synthesis.area_um2 354 \
    top_cells_by_area "dfrtp_1 (21%), dlxtn_1 (13%), nor2_1 (5.3%)" \
    clock.fmax_ghz 0.755 \
    grt_max_degree 10 \
    pwr-share-comb_pct 21.2 \
    yosys_warnings 1 \
    cap_violations 0 \
    cp_max_fo 2 \
    required_ps 800 \
    ys_cells 43 \
    swShare_pct 22.7 \
    violations "negative setup slack" \
    setup_viol 2 \
    synth-main-ff-cell "dlxtn_1" \
    cts_tree "built" \
    gp_congestion 0.774 \
    ctsHtreeMaxLevel 1 \
    min_period_ps 1320 \
    drt-total-wl_um 1000 \
    drive_above_1_share_pct 29.2 \
    untimed_endpoints 6 \
    grt_setup_unrepaired "true" \
    grt_pass1_vias 379 \
    cellPowerDensity_nw_per_um2 717 \
    end_kind "primary output" \
    first_iter_violations 77 \
    root_buffer "clkbuf_4" \
    die_h_um 80 \
    lay_top_count "clkdlybuf4s50_1" \
    warning_count 27 \
    grt-ovfl-total 0 \
    startpoint_type "flip-flop" \
    synth_cell_type_count 29 \
    clkPwrFrac_pct 48.3 \
    lay_top_cells "clkdlybuf4s50_1 (9), buf_4 (8), nor2_1 (5)" \
    synth.top_cell.area_share_pct 21.2 \
    edf_count 0 \
    core_um2 3420 \
    ant_nets 0 \
    timing.final.ws_setup_ps -324 \
    grt_antenna_before_repair 0 \
    yosys_area_um2 354 \
    io_pins 12 \
    via_per_inst 3.56 \
    holdWs_ps 139 \
    avgSynthCellArea_um2 8.23 \
    hold_path_class "in2async" \
    netlist_instances 43 \
    route.detailed.drc 0 \
    syn_to_final_growth_pct 71.0 \
    wl_per_cell_um 9.02 \
    pre_cts_ws_ps -317 \
    switchingPower_uw 98.7 \
    async_reset_ff_share_pct 50.0 \
    floorplan.core_util_pct 10.4 \
    cts_made_buffers 3 \
    port-buffer-count 11 \
    rows 21 \
    grt_pass1_wl_um 1570 \
    seqPwrFrac_pct 30.5 \
    outcome "finished with violations" \
    numSynthFlops 6 \
    clockBufferDepth 2 \
    tightest_slew_ps 278 \
    unclocked_regs 3 \
    dp_hpwl_um 765 \
    antenna_cells 0 \
    p_int_uw 336 \
]
layout make-up:
class                   instances  area, µm²
well taps                      46       57.6
clock buffers                   4       26.3
fillers                       374       2810
multi-input cells              31        208
repair buffers                 21        183
inverters                       3       11.3
flip-flops and latches          6        120
worst max-delay path by stage:
stage | from | depth (start not counted) | slack, ps | end
global route | PS[1] | 4 | -370 | S
finish | PS[1] | 4 | -320 | S
CTS | PS[1] | 4 | -320 | S
power by group through the flow:
stage | Sequential, µW | Combinational (µW) | Clock [µW]
6_report | 133 | 92.0 | 210
5_1_grt | 133 | 99.8 | 237
4_1_cts | 133 | 89.9 | 222
sequential cells by signal, summed over array words and instances (netlist names):
register  cells
NS            3
PS            3
layer usage:
metal	part of all wire (%)	wire length [µm]	track usage, %
met1	43	426	3.42
met3	5.0	50	0.795
met4	2.7	27	1.41
met5	0	0	0
met2	50	496	4.65
stage by stage:
step / power, µW / std cells / utilization [%] / area, µm²
floorplan: 167 / 43 / - / 354
global placement: 219 / 101 / 15.6 / 532
detailed placement: 220 / 101 / 15.6 / 532
CTS: 444 / 109 / 17.3 / 591
global route: 470 / 111 / 17.7 / 606
finish: 434 / 111 / 17.7 / 606
cells in the mapped netlist (2+ instances only):
| cell type | n |
|---|---|
| nor2_1 | 5 |
| dfrtp_1 | 3 |
| dlxtn_1 | 3 |
| inv_1 | 3 |
| o21ai_0 | 3 |
| a211o_1 | 2 |
| a21oi_1 | 2 |
repair_timing:
item	4_1_cts	5_1_grt
hold buffers	0	0
buffers inserted	4	2
resized	9	0
pin swaps	2	1
setup endpoints to repair	2	2
cells by family after synthesis:
group	synth area share [%]
AOI/OAI and AO/OA	25.4
DFF	21.2
xor gates and xnor gates	2.47
muxes	6.01
buffers and inverters	8.83
and+or+nand+nor	23.3
latches	12.7
worst max-delay path, stage by stage (launching register included):
cell and delay (ps):
dfrtp_1 380, buf_6 120, xor2_1 150, and2_1 150
buf_2 100
Power and IR drop assume default switching activity.
